File: flow/design.v
`timescale 1ns / 1ps
module data_path(input [4:0]dinA,dinQ,input enableD,loadA,clearA,shiftA,loadQ,shiftQ,clearQ,clearF,loadM,addsub,decc,loadcntr,clearcntr,clk,input [3:0]cycle,output eqz,qm1,qn1);
wire [4:0]a,m,z,q;
wire [3:0]counter;
shift_regA A(z,clk,shiftA,loadA,clearA,a[4],a);
shift_regA Q(dinQ,clk,shiftQ,loadQ,clearQ,a[0],q);
pipoM M(dinA,clk,loadM,m);
addsub adder(a,m,addsub,z);
d_flipflop F(clk,clearF,q[0],enableD,qm1);
counter C(cycle,clk,decc,loadcntr,clearcntr,counter);
assign eqz=~|counter;
assign qn1=q[0];
endmodule
module shift_regA(input [4:0]din, input clk, shift, load, clear, s_in, output reg [4:0]dout);
initial dout = 0;
always @(posedge clk)
begin
    if(clear) dout <= 0;
    else if(load) dout <= din;
    else if(shift) dout <= {s_in, dout[4:1]};  
end
endmodule
module pipoM(input [4:0]din,input clk,load,output reg [4:0]dout);
initial dout = 0;
always @(posedge clk)
begin
if(load) dout<=din;
end
endmodule
module counter(input [3:0]din,input clk,decc, load,clr,output reg [3:0]dout);
always @(posedge clk)
begin
if(clr) dout<=0;
else if(load) dout<=din;
else if(decc) dout<=dout-1;
end
endmodule
module addsub(input [4:0]a,b,input addsub,output [4:0]dout);
assign dout=(addsub)?a+b:a-b;
endmodule
module d_flipflop(input clk,clear,din,enable,output reg dout);
always @(posedge clk)
begin
if(clear) dout<=0;
else if(enable) dout<=din;
end
endmodule
File: flow/run.sh
#!/bin/bash
# OpenROAD 26Q1-2900-gdf79404cd8, Yosys 0.63+post, stock flow scripts
make -C /OpenROAD-flow-scripts/flow DESIGN_CONFIG=/design/flow/config.mk WORK_HOME=/design/flow/orfs finish
File: flow/config.mk
export PLATFORM = sky130hd
export DESIGN_NAME = data_path
export DESIGN_NICKNAME = data_path
export VERILOG_FILES = /design/flow/design.v
export SDC_FILE = /design/flow/constraint.sdc
export NUM_CORES = 4
export LEC_CHECK = 1
export CORE_AREA = 10 10 86 86
export DIE_AREA = 0 0 96 96
File: flow/constraint.sdc
current_design data_path

set clk_period 2.9
set clk_io_pct 0.2

create_clock -name clk0 -period $clk_period [get_ports {clk}]

set non_clock_inputs [all_inputs -no_clocks]
set_input_delay [expr $clk_period * $clk_io_pct] -clock clk0 $non_clock_inputs
set_output_delay [expr $clk_period * $clk_io_pct] -clock clk0 [all_outputs]
==> flow_metrics.py <==
# Generated from Yosys and OpenROAD reports
metrics = {
    "outcome": {
        "status": "finished clean",
    },
    "synth": {
        "ys_async_sr_fraction_pct": 0,
        "synth_area_um2": 1080,
        "numSynthFlops": 20,
        "edf_count": 5,
        "ys_warn_count": 4,
        "yosysSeqAreaShare_pct": 41.7,
        "synth_area_leader_cell": "dfxtp_1",
        "synth.top_cell.area_share_pct": 27.8,
        "syn_inst": 113,
        "most_common_cell": "nor2_1",
        "topCellsByArea": "dfxtp_1 28%, edfxtp_1 14%, mux2i_1 10%, nor2_1 8.7%, ha_1 8.1%",
        "synth_cell_type_count": 25,
        "synthTopCellsByCount": "25 x nor2_1, 15 x dfxtp_1, 11 x a21oi_1, 11 x mux2i_1, 7 x ha_1",
        "synthFlopType": "dfxtp_1",
        "yosys_area_um2": 1080,
        "ys_cells": 113,
        "avgSynthCellArea_um2": 9.57,
    },
    "power": {
        "p_per_area_nw_per_um2": 461,
        "share_seq_of_total_power_pct": 47.9,
        "p_switching_w": 0.000184,
        "p_int_w": 0.000509,
        "ir_worst_vdd_mv": 0.186,
        "p_comb_share_pct": 25.1,
        "swShare_pct": 26.5,
        "p_leak_nw": 0.597,
        "pwr-share-clk_pct": 27.0,
    },
    "detailed_routing": {
        "drt_pre_antenna_iters": 3,
        "diodes": 0,
        "via_count": 844,
        "drt_iter0_drc": 39,
        "viasPerCell": 3.93,
        "drcViolationCount": 0,
        "ant_nets": 0,
        "wl_um": 2300,
        "wl_per_cell_um": 10.7,
    },
    "critical_path": {
        "crit_top_cell": "nand3_1",
        "critPathMaxFanout": 5,
        "cp.required_ns": 3.05,
        "start_kind": "primary input",
        "crit_arrival_ns": 2.59,
        "slowest_delay_ns": 0.54,
        "cp-end-kind": "register",
        "path_delay_family": "multiplexers",
        "crit_chain": "clkdlybuf4s50_1 -> mux2_2 -> fa_1 -> nand3_1 -> nand3_1 -> mux2i_1 -> mux2_1",
        "crit_path_top_delay_cell": "clkdlybuf4s50_1",
        "path_buffers": 1,
        "path_class": "primary input to register",
    },
    "clocking": {
        "cts_resized": 0,
        "clk_path_buf_depth": 2,
        "tritoncts": "done",
        "clkLatencyLatePin_ns": 0.26,
        "cts_setup_buffers": 0,
        "cts_root_buf": "clkbuf_8",
        "clkTransAtPathRegs_ns": 0.08,
        "cts_buffers": 3,
        "htree_num_levels": 1,
        "clock-sinks": 20,
        "postCtsHoldBufs": 0,
    },
    "layout": {
        "logic_area_um2": 601,
        "fillers": 610,
        "regArea_um2": 450,
        "drive_above_1_share_pct": 4.90,
        "syn_to_final_growth_pct": 38.9,
    },
    "sta": {
        "hold_viol": 0,
        "finalClockSkew_ns": 0.00538,
        "fin_tns_setup_ns": 0,
        "worst_pin_slew_ns": 0.369,
        "rsz0062_at_grt": "false",
        "setup_viol": 0,
        "final.period_utilization_pct": 84.1,
        "slew_viol_final": 0,
        "hold_ws_ns": 0.497,
        "fin_crit_ns": 2.44,
        "fmax_ghz": 0.410,
        "slew_headroom_pct": 75.1,
    },
    "grt": {
        "grt_pass1_wl_um": 3950,
        "grt_max_degree": 12,
        "grt_usage_pct": 5.19,
        "gr-total-overflow": 0,
        "grt_pass1_vias": 903,
        "antenna_found_initial": 0,
    },
    "floorplan": {
        "initCoreUtil_pct": 19.5,
        "coreArea_um2": 5540,
        "chip_area_um2": 9220,
        "die_h_um": 96,
        "rows": 27,
        "pin_count": 31,
        "die_w_um": 96,
    },
    "placed_design": {
        "place_congestion": 0.800,
        "hpwl_um": 1930,
        "portBuffers": 30,
    },
    "flow_run": {
        "max_cap_viol_count": 0,
        "warning_count": 26,
    },
    "worst_hold_path": {
        "hp-class": "register to register",
    },
}
kinds of logic after synthesis:
| kind of cell | share of synthesized area, % |
|---|---|
| compound gates | 10.6 |
| flops | 41.7 |
| simple gates | 17.0 |
| fa+ha+maj | 9.95 |
| mux | 12.3 |
| buf+inv | 2.78 |
| xor+xnor | 5.67 |
flip-flops by register name, indices dropped and copies added, names as in the netlist:
| name | cells |
|---|---|
| A.dout | 5 |
| F.dout | 1 |
| Q.dout | 5 |
| M.dout | 5 |
| C.dout | 4 |
metal layers:
metal  routed length, um  up-vias  global-route usage [%]
met5                   0        -                       0
met4                   0        0                   0.491
met3                 172        0                    2.04
met2                1040       20                    8.35
met1                1080      366                    6.71
li1                    -      458                       -
power groups by stage:
| stage | clock [W] | combinational, W | sequential [W] |
|---|---|---|---|
| after global routing | 0.000207 | 0.000198 | 0.000337 |
| final | 0.000187 | 0.000174 | 0.000332 |
| after CTS | 0.000197 | 0.000176 | 0.000333 |
path summary, 6_finish.rpt:
kind	to	slack, ns	cells past startpoint	from
setup reg to reg	A.dout[4]	0.68	8	M.dout[0]
hold reg to reg	F.dout	0.50	2	F.dout
hold / removal	F.dout	0.50	2	F.dout
setup / recovery	A.dout[4]	0.46	7	addsub
worst register-to-register path, cell delays in order (launching register included):
cell	delay (ns)
edfxtp_1	0.43
inv_1	0.08
ha_1	0.23
mux2_2	0.29
fa_1	0.40
nand3_1	0.12
nand3_1	0.08
mux2i_1	0.16
mux2_1	0.33
through the flow:
stage / util [%] / power [W] / std cells / cell area, um^2 / setup slack, ns
2_1_floorplan: - / 0.000442 / 113 / 1080 / 0.806
3_3_place_gp: 26.3 / 0.000514 / 211 / 1460 / 0.207
3_5_place_dp: 26.3 / 0.000514 / 211 / 1460 / 0.163
4_1_cts: 27.1 / 0.000706 / 215 / 1500 / 0.444
5_1_grt: 27.1 / 0.000741 / 215 / 1500 / 0.357
6_report: 27.1 / 0.000693 / 215 / 1500 / 0.461
area by class of cell:
type / instances / share of cell area, %
inverter: 4 / 1.00
tap: 72 / 6.00
timing repair buffer: 30 / 20.0
multi-input combinational: 85 / 40.0
clock buffer: 3 / 2.75
clock inverter: 1 / 0.250
sequential: 20 / 30.0
placed cells by master, fill, tap and decap left out, types with 2 or more instances in the layout:
cell and instances:
a21oi_1 11, nand3_1 3, a211oi_1 5, mux2i_1 11
dfxtp_1 15, clkdlybuf4s50_1 30, ha_1 7, nand2_1 2
clkbuf_8 3, inv_1 4, edfxtp_1 5, xor2_1 3
nor2b_1 3, nor2_1 25, xnor2_1 4
Power and IR drop assume default switching activity.
