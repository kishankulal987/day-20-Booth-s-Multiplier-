`flow/run.sh`:
```
#!/bin/bash
# OpenROAD 26Q1-2900-gdf79404cd8, Yosys 0.63+post, stock flow scripts
make -C /OpenROAD-flow-scripts/flow DESIGN_CONFIG=/design/flow/config.mk WORK_HOME=/design/flow/orfs finish
```
`flow/config.mk`:
```
export PLATFORM = sky130hd
export DESIGN_NAME = control_path
export DESIGN_NICKNAME = control_path
export VERILOG_FILES = /design/flow/design.v
export SDC_FILE = /design/flow/constraint.sdc
export NUM_CORES = 4
export LEC_CHECK = 1
export CORE_AREA = 10 10 70 70
export DIE_AREA = 0 0 80 80
```
`flow/constraint.sdc`:
```
current_design control_path

set clk_period 2.2
set clk_io_pct 0.2

create_clock -name clk0 -period $clk_period [get_ports {clk}]

set non_clock_inputs [all_inputs -no_clocks]
set_input_delay [expr $clk_period * $clk_io_pct] -clock clk0 $non_clock_inputs
set_output_delay [expr $clk_period * $clk_io_pct] -clock clk0 [all_outputs]
```
`flow/design.v`:
```
`timescale 1ns / 1ps
module control_path(input clk,qn1,qm1,start,eqz,output reg  enableD,loadA,clearA,shiftA,loadQ,shiftQ,clearQ,clearF,loadM,addsub,decc,loadcntr,clearcntr,done);
localparam s0=4'b0000;
localparam s1=4'b0001;
localparam s2=4'b0010;
localparam s3=4'b0011;
localparam s4=4'b0100;
localparam s5=4'b0101;
localparam s6=4'b0110;
reg [3:0]current_state,next_state;
always @(posedge clk)
begin
if(start) current_state<=s0;
else current_state<=next_state;
end
always @(current_state,eqz,qn1, qm1)
begin
case(current_state)
s0 :  next_state<=s6;
s6 : next_state<=s1;
s1 : begin if({qn1,qm1}==2'b01) next_state<=s2;
           else if({qn1,qm1}==2'b10) next_state<=s4;
           else if({qn1,qm1}==2'b11 | {qn1,qm1}==2'b00) next_state<=s3;
     end
s2 : next_state<=s3;
s4 : next_state<=s3;
s3 : begin
     if(eqz) next_state<=s5;
     else next_state<=s1;
     end
s5 : next_state<=s5;
default :next_state <=s0;
endcase
end
always @(current_state)
begin
    enableD = 0; loadA = 0; clearA = 0; shiftA = 0; loadQ = 0; shiftQ = 0; clearQ = 0; clearF = 0; 
    loadM = 0; addsub = 0; decc = 0; loadcntr = 0; clearcntr = 0; done = 0;
    case(current_state)
        s0: begin
            clearcntr = 1; clearF = 1;
        end
        s6: begin
            clearA = 1; loadQ = 1; loadM = 1; loadcntr = 1; enableD = 0;
        end
        s1: begin
            enableD = 0;
        end
        s2: begin
            loadA = 1; addsub = 1; enableD = 0;
        end
        s4: begin
            loadA = 1; addsub = 0; enableD = 0;
        end
        s3: begin
            shiftA = 1; shiftQ = 1; decc = 1; enableD = 1;
        end
        s5: begin
            done = 1; enableD = 0;
        end
        default: begin end
    endcase
end
endmodule
```
==> flow_summary_export.csv <==
group,metric,value,unit
detailed_routing,maxUsedRoutingLayer,"met4",
detailed_routing,dr_wl_met2,406,um
cells_and_area,regArea,106,sq um
global_route,grt_pass1_vias,286,
power_and_ir_drop,peakVddDrop,0.101,mV
detailed_routing,dr.pass1.iters,3,
detailed_routing,drc,0,
synthesis,yosys_area,365,sq um
die,dieArea,6400,sq um
setup_path,crit_arrival,1.58,ns
global_route,antenna_found_initial,0,
detailed_routing,routed_wirelength,853,um
job,warnings,27,
setup_path,worstSetupPathType,"reg -> out",
detailed_routing,vias,289,
setup_path,crit_buf_inv,1,
cells_and_area,areaGrowthSynthToFinish,51.0,%
final_timing,finalSetupViolations,0,
min_path,hold_class,"in -> reg",
synthesis,synthCells,43,
detailed_routing,route.detailed.wl_per_inst,8.53,um
power_and_ir_drop,power_leakage,0.000224,uW
detailed_routing,viasPerCell,2.89,
synthesis,ys_cells,43,
final_timing,finalSetupTns,0,ns
detailed_routing,drt-initial-drc-count,8,
cells_and_area,final_cells,100,
global_route,grt_pass1_wl,1320,um
final_timing,period_used_share,91.6,%
setup_path,critPathMaxFanout,12,
final_timing,unclocked_regs,3,
detailed_routing,ant_nets,0,
die,core,3420,sq um
final_timing,period_needed,2.02,ns
synthesis,yosysWarnings,1,
global_route,grt-ovfl-total,0,
job,maxCapViolations,0,
cells_and_area,mi_logic_area,173,sq um
place,dp_cells,96,
final_timing,untimed_endpoints,3,
place,dp_hpwl,712,um
detailed_routing,route.antenna.diode_count,0,
die,io_pins,19,
die,die_h,80,um
setup_path,worstPathRequired,1.76,ns
setup_path,crit_family,"flip-flops",
cells_and_area,drive_gt1_share,13.0,%
synthesis,synth_top_area_share,16.4,%
synthesis,synthTopCellsByArea,"dfxtp_1 (16%), buf_4 (16%), dlxtn_1 (12%), ha_1 (10%), nor2b_1 (5.1%)",
clock_network,h-tree-depth,1,
power_and_ir_drop,powerDensity,351,nW/um^2
synthesis,synth_top_cell_by_area,"dfxtp_1",
final_timing,final-hold-violation-count,0,
die,rows,21,
setup_path,slowest_delay,0.54,ns
detailed_routing,wl_met3,52,um
final_timing,rsz0062_at_grt,"false",
setup_path,endpoint_kind,"output port",
synthesis,numSynthFlops,6,
place,portBuffers,17,
synthesis,yosysUniqueCellTypes,23,
setup_path,worstSetupStartpointType,"flop",
final_timing,fmax,496,MHz
synthesis,synth_area_per_cell,8.50,sq um
synthesis,syn-cell-area,365,sq um
global_route,grt_use_total,2.55,%
setup_path,crit_chain,"nand2_1, nor2_1, clkdlybuf4s50_1",
die,die-width,80,um
setup_path,slowest_stage,"dfxtp_1",
cells_and_area,fillCellCount,386,
clock_network,cts_buffers,3,
final_timing,drv_slew,0,
clock_network,cts_tree,"done",
clock_network,clk_path_buf_depth,2,
global_route,grt_max_degree,13,
status,status,"finished, final reports clean",
die,initCoreUtil,10.7,%
clock_network,root_buffer,"clkbuf_4",
place,gp_congestion,0.765,
clock_network,clk_pin_slew,0.04,ns
detailed_routing,routedLengthMet1,388,um
## cells in the final DEF (no fill, tap or decap), drive strengths merged
cell type,Yosys,routed
a211o,1,1
a211oi,1,1
a31oi,1,1
and3,1,1
and4,1,1
and4b,1,1
buf,11,1
clkbuf,0,4
clkdlybuf4s50,0,17
conb,1,1
dfxtp,3,3
dlxtn,3,3
ha,3,3
inv,3,3
nand2,1,1
nor2,3,3
nor2b,3,3
nor3,2,2
nor3b,1,1
o21a,1,1
o22ai,1,1
xnor2,1,1
## cell usage after synthesis
master and count:
buf_4 8, dfxtp_1 3, dlxtn_1 3, ha_1 3
inv_1 3, nor2_1 3, nor2b_1 3, buf_2 2
a211o_1 1, a211oi_1 1, a31oi_1 1, and3_1 1
and4_1 1, and4b_1 1, buf_6 1, conb_1 1
nand2_1 1, nor3_1 1, nor3_2 1, nor3b_1 1
o21a_1 1, o22ai_1 1, xnor2_1 1
## final timing paths
kind	startpoint	to	slack, ns	depth (start not counted)
setup / recovery	current_state[0]	shiftQ	0.18	3
hold / removal	start	current_state[2]	0.83	2
## area by class of cell
| class | count | area share (%) |
|---|---|---|
| clock buffers | 4 | 4.76 |
| repair buffers | 18 | 32.2 |
| well taps | 46 | 10.4 |
| flip-flops and latches | 6 | 19.3 |
| inverters | 3 | 2.04 |
| multi-input cells | 23 | 31.3 |
## power by group
group / switching, uW / internal [uW] / leakage, uW / total [uW]
logic: 11.9 / 24.0 / 0.000159 / 36.0
clock network: 27.9 / 67.9 / 0.0000150 / 95.8
registers: 3.74 / 58.0 / 0.0000498 / 61.7
total: 43.5 / 150 / 0.000224 / 194
## per-stage QoR
stage | setup WS (ns) | util [%] | total power (uW) | area, sq um | hold WS, ns
final | 0.184 | 16.2 | 194 | 552 | 0.825
after global routing | 0.0145 | 16.2 | 214 | 552 | 0.843
after CTS | 0.0797 | 16.1 | 201 | 551 | 0.820
after detailed placement | 0.197 | 15.2 | 98.5 | 519 | 1.07
after global placement | 0.282 | 15.2 | 98.7 | 519 | 1.04
after floorplan | 0.820 | - | 80.8 | 365 | 0.512
## kinds of logic (layout without fill, tap and decap cells)
| logic type | Yosys count | in the layout | synth area share [%] |
|---|---|---|---|
| compound gates | 5 | 5 | 9.94 |
| xor+xnor | 1 | 1 | 2.40 |
| fa+ha+maj | 3 | 3 | 10.3 |
| buf+inv | 14 | 25 | 25.3 |
| flops | 3 | 3 | 16.4 |
| latches | 3 | 3 | 12.3 |
| other cells | 1 | 1 | 1.03 |
| simple gates | 13 | 13 | 22.3 |
## flip-flops by register name (all words and copies together), names as in the netlist
| signal | flops |
|---|---|
| current_state | 3 |
| next_state | 3 |
## layer usage
metal	global-route usage, %	vias to the layer above
li1	-	154
met1	3.07	127
met2	3.77	6
met3	1.59	2
met4	0.528	0
met5	0	-
## repair_timing
| item | CTS | global route |
|---|---|---|
| hold endpoints to repair | 0 | 0 |
| resized | 1 | 1 |
| pin swaps | 0 | 0 |
| hold buffers | 0 | 0 |
| setup endpoints to repair | 4 | 4 |
| buffers inserted | 0 | 0 |
Power figures rest on the tool's default switching activity, not on a simulated workload.
